==> flow/config.mk <==
export PLATFORM = sky130hd
export DESIGN_NAME = st_mach
export DESIGN_NICKNAME = st_mach
export VERILOG_FILES = /design/flow/design.v
export SDC_FILE = /design/flow/constraint.sdc
export NUM_CORES = 4
export LEC_CHECK = 1
export CORE_UTILIZATION = 50
==> flow/design.v <==
module timer1(input clk,
             input rst,
             output reg out,
             output reg en_out,
             output reg rst_out);
reg [25:0] slow_clk;
reg [3:0] countsec;
reg [7:0] out_r;
wire en;
reg [3:0] cnt;  
assign en = (slow_clk ==26'd20);
always @ (posedge clk or posedge rst) begin 
      if (rst) begin 
          slow_clk <= 26'd20;
          rst_out <= 1'b1;
      end
      else begin 
        rst_out <= 1'b0;
        if (en) slow_clk <= 26'b0;
        else  slow_clk <= slow_clk + 26'b1;
      end
end
always @ (posedge clk or posedge rst) begin
    if(rst) begin 
      out <= 1'b0;
      out_r <= 8'b0;
      en_out <= 1'b0;
      cnt <= 4'b0;
      countsec <=4'b0;
    end
    else 
    begin 
    if (en )
            begin
            countsec <= countsec + 4'd1;
	    if(countsec == 4'd9)
            countsec<=0;
            out_r <= (9-countsec);
            en_out <= 1'b1;
            cnt <= 4'b0;
            end
            else begin 
            cnt <= cnt + 1'b1;
            out <= out_r[0];
            out_r <= (out_r >> 8'b1);
            if (cnt == 4'b1000) begin
                  en_out <= 1'b0;
                  cnt <= 4'b1000;
            end
            end
       end
end
endmodule
module shift(
       output [7:0] out,
       input clk,
       input rst,
       input we,
       input in);
reg [7:0] g, out_r;
assign out = out_r; 
always@(posedge clk or posedge rst)
begin
	if(rst)
	begin
		g <= 8'd0;
		out_r <= 8'd0;
	end
	else begin
		if(we )
		begin
			g <= (g >> 1);
			g[7] <= in;
		end
		else begin
			out_r <= g;
		end
	end
end
endmodule
module d7seg(output reg [6:0] out_num,
            input we,
            input [7:0] in);
always@(*)
	if(we)begin
           case(in)
           8'd0 : out_num = 7'b1111110;
	   8'd1 : out_num = 7'b0110000;
	   8'd2 : out_num = 7'b1101101;
	   8'd3 : out_num = 7'b1111001;
	   8'd4 : out_num = 7'b0110011;
	   8'd5 : out_num = 7'b1011011;
	   8'd6 : out_num = 7'b1011111;
	   8'd7 : out_num = 7'b1110010;
	   8'd8 : out_num = 7'b1111111;
	   8'd9 : out_num = 7'b1111011;
	   default: out_num = 7'b0000000;
            endcase
        end
        else begin
		out_num = 0;
	end
endmodule
module timer(output [6:0] out_num,
input clk,
input rst);
wire rst_out, en_out, in_out;
wire [7:0] out;
timer1 t1(.clk(clk),.rst(rst),.out(in_out),
.en_out(en_out),.rst_out(rst_out));
shift shift1(.clk(clk), .rst(rst_out),
.we(en_out),.in(in_out),.out(out));
d7seg d7s(.in(out), .we(en_out),.out_num(out_num));
endmodule
module st_mach( output reg red,
output reg yellow,
output reg green,
input clk,
input  rst);
localparam S0 = 2'b00;
localparam S1 = 2'b01;
localparam S2 = 2'b10;
localparam S3 = 2'b11;
reg [1:0] state, next_state;
reg [10:0]count;
wire [6:0] out_t;
reg rst_t = 1;
timer tim(.clk(clk),.rst(rst_t), .out_num(out_t));
always@(posedge clk or  posedge rst )
begin
	if(rst)begin
		state <= S0;
	end
	else begin
                state <= next_state;
	end
end
always@(posedge clk or posedge rst)
begin
	if(rst)begin
		count <= 11'd0;
	end
	else if (count == 11'd2000)
	begin
		count <=11'd0;
	end
	else begin
		count <= count + 11'b1;
	end
end
always@(state)
begin    
        red = 1'b1;
	yellow = 1'b0;
	green = 1'b0;
	case(state)
		S0: ;
		S1:begin
			red = 1'b0;
			yellow = 1'b1;
		   end
		S2:begin
			red = 1'b0;
			green = 1'b1;
		end
		S3:begin
			red = 1'b0;
			yellow = 1'b1;
		end
	endcase
end
always@(*)
begin
	case(state)
		S0:
                begin
		if(out_t == 7'b0110000)begin
			next_state = S1;
	        end
		else begin
			next_state = S0;
		end
	        end
		S1:begin
			if(count == 11'd2000)begin
				next_state = S2;
			end
			else begin
				next_state = S1;
			end
		       end
		S2:    if(out_t == 7'b0110000) begin
			next_state = S3;
		        end
			else begin
			next_state = S2;
			end
		S3:    begin
			if(count == 11'd2000) begin
			next_state = S0;
			end
		        else  begin
		       	next_state = S3;
		       	end
		end
	endcase
end
always@(*)
begin   
	if(state == S0 || state == S2)
	begin
		rst_t<=0;
	end
	else if(state == S1 || state == S3)
	begin
		rst_t <=1;
	end
end
endmodule
==> flow/run.sh <==
#!/bin/bash
# OpenROAD 26Q1-2900-gdf79404cd8, Yosys 0.63+post, stock flow scripts
make -C /OpenROAD-flow-scripts/flow DESIGN_CONFIG=/design/flow/config.mk WORK_HOME=/design/flow/orfs finish
==> flow/constraint.sdc <==
current_design st_mach

set clk_period 1.1
set clk_io_pct 0.2

create_clock -name clk0 -period $clk_period [get_ports {clk}]

set non_clock_inputs [all_inputs -no_clocks]
set_input_delay [expr $clk_period * $clk_io_pct] -clock clk0 $non_clock_inputs
set_output_delay [expr $clk_period * $clk_io_pct] -clock clk0 [all_outputs]
==> flow_summary.ini <==
; physical design summary
[sta]
fin_skew_ns = 0.00883
untimed_endpoints = 1
holdWs_ns = 0.0888
fmax_mhz = 598
hold_viol_final = 0
drv_slew = 0
setup_violations = 60
max_slew.worst_pin.slew_ns = 0.564
setup_slack_ns = -0.571
period_used_pct = 152
unclocked_regs = 1
fin_tns_setup_ns = -22.52
layout_min_cycle_time_ns = 1.67
rsz0062_at_grt = yes
relSlewSlack_pct = 62.4

[power]
comb_power_share_pct = 0.7
swShare_pct = 20.9
p_int_uw = 4110
clkPwrFrac_pct = 45.4
power_leakage_uw = 0.00248
seq_power_share_pct = 53.9
ir_drop_mv = 0.952
power_density_nw_per_um2 = 1060
switchingPower_uw = 1080

[synth]
netlist_area_um2 = 3510
ys_seq_elements = 77
edf_count = 0
yosysWarningCount = 4
synthTopLogicFamily = simple AND/OR/NAND/NOR gates
yosys.area_share.aoi_pct = 5.31
ys.flop_type = dfrtp_1
top_area_share_pct = 51.3
yosysTopAreaCell = dfrtp_1
ys_cells = 320
synthArstFlopShare_pct = 98.7
area_leaders = dfrtp_1 51%, xnor2_1 5.5%, nand2_1 5.5%
xor_share_pct = 7.99
mux_share_pct = 1.68
most_common_cell = dfrtp_1
synthAdderAreaFrac_pct = 4.63
top_cells_by_count = 72 x dfrtp_1, 51 x nand2_1, 22 x xnor2_1
simple_gate_share_pct = 22.8
synth.distinct_cells = 45
syn_inst = 320
post_synth.cell_area_avg_um2 = 11.0
yosysChipArea_um2 = 3510

[setup_path]
r2r_start = tim.t1.slow_clk[23]$_DFF_PP0_
path_class = flip-flop to flip-flop
worst_r2r_endpoint = tim.t1.out$_DFFE_PP0N_
ff2ff_path_depth = 4
crit_fanout = 8
end_kind = flip-flop
worstPathRequired_ns = 1.33
crit_arrival_ns = 1.90
r2r_slack_ns = -0.57
cp-start-kind = flip-flop

[route]
highest_layer = met4
viasPerCell = 4.90
wl_met1_mm = 3.31
drt-total-wl_mm = 6.54
ant_nets = 0
wl_per_cell_um = 12.6
dr_wl_met3_um = 220
drc_errors = 0
drtIter0Drc = 113
met2WireLength_mm = 2.96
dr.pass1.iters = 4
antenna-diode-count = 0
vias = 2546

[run]
max_cap_violations = 0
warning_count = 35

[placement]
place.gp.congestion = 0.792
place_inst = 483
dp_hpwl_mm = 4.21
port_buffers = 4
pre_cts_ws_ns = -0.552

[grt]
grt_pass1_wl_mm = 11.2
grt_max_degree = 46
antenna_found_initial = 0
grt_usage_pct = 20.0
grt-ovfl-total = 0
grt_pass1_vias = 2461

[layout]
finish.utilization_pct = 71.7
fillers = 457
synthToLayoutAreaGrowth_pct = 38.8
finalNonFillerCells = 520
drive_gt1_share_pct = 41.3

[floorplanning]
dieArea_um2 = 7360
core_um2 = 6790
die_y_um = 85.8
die_width_um = 85.8
fp_util_pct = 51.7
rows = 30
pin_count = 5

[cts]
root_buffer = clkbuf_8
clockBufferDepth = 2
path_clk_slew_ns = 0.08
cts_htree_levels = 3
tritoncts = built
numCtsBuffers = 9
clock_latency_ns = 0.34

[run_status]
status = finished with violations
violations = setup timing

[hold_path]
hp-class = input pin to async pin
[layout by cell type (no fill, tap or decap), types with 4 or more instances in the layout]
master	netlist	layout
dfrtp_1	72	71
buf_4	0	69
nand2_1	51	45
buf_6	1	20
xnor2_1	22	19
nand4_1	13	13
inv_1	16	12
xor2_1	10	10
nor2_1	19	10
ha_1	13	9
clkbuf_8	0	9
nand2b_1	8	8
o21ai_0	8	7
nand3_1	12	7
nand3_2	1	6
nor2_4	1	5
nor2_2	0	5
nor4_4	3	4
and2_1	5	4
and3_1	5	4
and4_1	5	4
nand2_2	0	4
a21o_1	4	4
a31oi_1	4	4
inv_2	0	4
a22o_1	4	4
dfstp_2	4	4
[layout make-up]
| cell class | instances | area (um^2) | area share (%) |
|---|---|---|---|
| multi-input combinational | 220 | 1740 | 35.8 |
| clock buffer | 9 | 124 | 2.54 |
| inverter | 16 | 60.1 | 1.23 |
| sequential | 77 | 1920 | 39.5 |
| clock inverter | 7 | 98.8 | 2.03 |
| timing repair buffer | 95 | 803 | 16.5 |
| tap | 96 | 120 | 2.47 |
[timing repair]
item / in CTS / in global routing
setup buffers: 10 / 14
endpoints found under the hold margin: 0 / 0
resized: 49 / 33
hold buffers: 0 / 0
pin swaps: 23 / 19
setup endpoints to repair: 60 / 62
[power by group through the flow]
stage                 Combinational [uW]  Clock (uW)  Sequential, uW
final                               36.4        2360            2800
after global routing                44.1        2540            2800
after CTS                           38.9        2440            2800
[per-stage QoR]
stage	instance area [um^2]	total power (uW)
2_1_floorplan	3570	2870
3_3_place_gp	4230	2890
5_1_grt	4870	5390
4_1_cts	4680	5270
6_report	4870	5190
3_5_place_dp	4230	2890
[how the worst max path moves through the flow]
stage / startpoint / endpoint
after CTS: tim.t1.slow_clk[1]$_DFF_PP0_ / tim.t1.out$_DFFE_PP0N_
after global routing: tim.t1.slow_clk[23]$_DFF_PP0_ / tim.t1.out$_DFFE_PP0N_
final: tim.t1.slow_clk[23]$_DFF_PP0_ / tim.t1.out$_DFFE_PP0N_
[flip-flops by register name, summed over array words and instances (netlist names)]
name,cells
count,11
rst_t,1
state,4
tim.shift1.g,8
tim.shift1.out_r,8
tim.t1.cnt,4
tim.t1.countsec,4
tim.t1.en_out,1
tim.t1.out,1
tim.t1.out_r,8
tim.t1.rst_out,1
tim.t1.slow_clk,26
[layer usage]
metal / global-route usage, % / up-vias
li1: - / 1291
met1: 33.6 / 1208
met2: 30.4 / 40
met3: 3.71 / 7
met4: 1.52 / 0
met5: 0 / -
[critical path, stage by stage (launching register included)]
cell and delay [ns]:
dfrtp_1 0.41, nor4_1 0.37, nand3_2 0.18, or2_4 0.31, mux2_4 0.30
[logic make-up (layout without fill, tap and decap cells)]
logic type / after synthesis / in the layout
multiplexers: 5 / 5
adder cells (fa/ha/maj): 13 / 13
latches: 1 / 1
XOR/XNOR: 32 / 32
flip-flops: 76 / 76
other: 1 / 1
AND-OR/OR-AND: 27 / 27
AND/OR/NAND/NOR: 142 / 142
buffers and inverters: 23 / 127
Power is estimated from default activity; no workload was simulated.
